### constraint.sdc
current_design contador_0_to_9675

set clk_period 3.6
set clk_io_pct 0.2

create_clock -name clk0 -period $clk_period [get_ports {CLOCK_50}]

set non_clock_inputs [all_inputs -no_clocks]
set_input_delay [expr $clk_period * $clk_io_pct] -clock clk0 $non_clock_inputs
set_output_delay [expr $clk_period * $clk_io_pct] -clock clk0 [all_outputs]
### run.sh
#!/bin/bash
# OpenROAD 26Q1-2900-gdf79404cd8, Yosys 0.63+post, stock flow scripts
make -C /OpenROAD-flow-scripts/flow DESIGN_CONFIG=/design/flow/config.mk WORK_HOME=/design/flow/orfs finish
### design.v
module contador_0_to_9675(
      input              CLOCK_50,
      output      [6:0]  HEX0,
      output      [6:0]  HEX1,
      output      [6:0]  HEX2,
      output      [6:0]  HEX3,
      input       [3:0]  KEY,
      output      [9:0]  LEDR,
      input       [9:0]  SW
);
reg  [31:0]	Cont;
wire [15:0]	display_nums;
wire reset;
wire enable;
always@(posedge CLOCK_50 or negedge KEY[0])
    begin
        if(!KEY[0])
			 Cont	<=	0;
        else
			 Cont	<=	Cont+1;
    end
assign enable = (SW[1])? 1 : 0;		 
counters_controller			u0	(	.clk		(Cont[15:14]), 
											.rst		(SW[0]), 
											.ena		(enable),
											.Qdata	(display_nums[15:0]),
											.blink	(LEDR[3:0])
	);
displays_controller			u2	(	 
											.seg0(HEX0),
											.seg1(HEX1),
											.seg2(HEX2),
											.seg3(HEX3),
											.num(display_nums) );
endmodule
`timescale 1ns / 100ps
module	counter #(parameter DATA_WIDTH=4)( 
input clk, rst, ena, carry,
output reg [3:0] Qdata,
output reg	flag
);
always	@ (posedge clk)
	begin
		if (rst)
			Qdata	<= 4'h00;
		else if(ena) begin
			Qdata <= Qdata + 1;
			if(Qdata == 4'h0a)
				begin
					flag <= 1;
					Qdata <= 4'h00;
				end
			else
				flag <= 0;
		end
		else if(carry)
			Qdata <= Qdata + 1;
			if(Qdata == 4'h0a)
				begin
					flag <= 1;
					Qdata <= 4'h00;
				end
			else
				flag <= 0;			
	end
endmodule
module counters_controller ( clk, rst, ena, Qdata, blink);
input clk, rst, ena;
output [15:0] Qdata;
output wire [3:0] blink;
wire [3:0] flags;
reg reset;
counter u0(	.clk(clk), 
				.rst(reset), 
				.ena(ena), 
				.carry(),
				.Qdata(Qdata[3:0]),
				.flag(flags[0])
	);
counter u1(	.clk(clk), 
				.rst(reset), 
				.ena(), 
				.carry(flags[0]),
				.Qdata(Qdata[7:4]),
				.flag(flags[1])
	);
counter u2(	.clk(clk), 
				.rst(reset), 
				.ena(), 
				.carry(flags[1]),
				.Qdata(Qdata[11:8]),
				.flag(flags[2])
	);
counter u3(	.clk(clk), 
				.rst(reset), 
				.ena(), 
				.carry(flags[2]),
				.Qdata(Qdata[15:12]),
				.flag(flags[3])
	);
	assign blink[0] = (Qdata[3:0] == 4'b0101)? 1 : 0 ;		 
	assign blink[1] = (Qdata[7:4] == 4'b0111)? 1 : 0 ;		 
	assign blink[2] = (Qdata[11:8] == 4'b0110)? 1 : 0 ;	 
	assign blink[3] = (Qdata[15:12] == 4'b1001)? 1 : 0 ;	 
	always@(posedge clk)
    begin
			if (blink[3:0] == 4'b1111)	 
				reset <= 1'b1;
			else 
				reset <= 1'b0;
    end
endmodule
module display_7seg( seg, num);
	input	 	[3:0]	num;
	output 	[6:0]	seg;
	reg		[6:0]	seg;
always	@(num)
	begin
			case(num)
			4'h1: seg = 7'b1111001;	
			4'h2: seg = 7'b0100100; 
			4'h3: seg = 7'b0110000; 
			4'h4: seg = 7'b0011001; 	
			4'h5: seg = 7'b0010010; 	
			4'h6: seg = 7'b0000010; 	
			4'h7: seg = 7'b1111000; 	
			4'h8: seg = 7'b0000000; 
			4'h9: seg = 7'b0011000; 	
			4'ha: seg = 7'b0001000;
			4'hb: seg = 7'b0000011;
			4'hc: seg = 7'b1000110;
			4'hd: seg = 7'b0100001;
			4'he: seg = 7'b0000110;
			4'hf: seg = 7'b0001110;
			4'h0: seg = 7'b1000000;
			endcase
	end
endmodule
module displays_controller (seg0,seg1,seg2,seg3,num );
input	[15:0]	num;
output	[6:0]	seg0,seg1,seg2,seg3;
display_7seg	u0	(	seg0,num[3:0]		);
display_7seg	u1	(	seg1,num[7:4]		);
display_7seg	u2	(	seg2,num[11:8]	);
display_7seg 	u3	(	seg3,num[15:12]	);
endmodule
### config.mk
export PLATFORM = sky130hd
export DESIGN_NAME = contador_0_to_9675
export DESIGN_NICKNAME = contador_0_to_9675
export VERILOG_FILES = /design/flow/design.v
export SDC_FILE = /design/flow/constraint.sdc
export NUM_CORES = 4
export LEC_CHECK = 1
export CORE_UTILIZATION = 40
==> results.txt <==
Status: complete, no violations
Crit path DRT: 3.73 ns
Max Freq: 0.757 GHz
Initial antenna violation count: 0
CP Buf/Inv Count: 0
Clock skew: 0.00223 ns
Antenna-violating nets left: 0
Worst EP arrival: 1.45 ns
Design Area, Final: 3720 um^2
Register pins left without a clock: 45
Vias per cell: 5.08
Reg power frac: 55.5%
Clk root buf: clkbuf_8
Max-slew violation count: 0
DR pass1 iterations: 4
Place WS: 1.99 ns
Synth Seq Share: 38.9%
R2R Setup Slk: 2.28 ns
Dpl hpwl: 4250 um
Pleak: 1.60 nW
DRC violation total after the first TritonRoute iteration: 53
Netlist Area Pre-Place: 3280 um^2
Reg-to-Reg End: Cont[9]
Clock Tree Buf Depth: 2
Hold Buf Count CTS: 0
H-tree depth: 1
Most instantiated library cell after synthesis: dfxtp_1
Sw Share: 18.5%
Synth Instances: 349
CTS resizes: 0
Period utilization: 36.7%
Synth area leaders: dfxtp_1 27%, ha_1 12%, dfrtp_1 11%, xnor2_1 3.2%, nand2_1 3.1%
Peak supply drop: 0.230 mV
Avg Inst Size Synth: 9.39 um^2
FF-to-FF path depth: 4
CTS tree: built
First-pass GRT wire length: 9830 um
Yosys Instances: 349
Worst path slowest cell: dfrtp_1
Routed WL: 5560 um
Core Region: 7810 um^2
Setup Crit Path Kind: reg -> reg
P_sw: 0.0561 mW
Crit path from: Cont[2]
Ratio of cells with drive above 1 in the final layout: 6.88%
Largest net degree at the start of global routing: 46
Gr usage total: 13.9%
Top Ports: 53
CP Capture Type: register
Async SR Flop Fraction: 25.0%
Number of global-route vias before repair: 2,202
Yosys Chip Area: 3280 um^2
Critical Path Stages: 4
Max capacitance violation total: 0
Power Density: 81.7 nW/um^2
Netlist cell types: 58
Tool warnings: 60
Post-synth top cells: 45 x dfxtp_1, 31 x ha_1, 27 x nand2_1
Port Buffers: 33
Chip area: 8560 um^2
Hold WC Path Type: reg -> reg
Crit path cell chain: and3_1 -> and4_1 -> nand4_1 -> xnor2_1
Final Critical Period: 1.32 ns
Routed WL per cell: 11.6 um
Worst slew pin tran: 0.623 ns
Top delay family on crit path: simple AND/OR/NAND/NOR gates
Crit path launch type: register
Setup crit end: Cont[9]
DR vias: 2,437
Cell internal pwr: 0.248 mW
Dominant cell area share: 27.5%
Clock power frac: 43.2%
Reg2reg start: Cont[2]
Setup TNS: 0 ns
Final Setup Violations: 0
Routability congestion estimate from global placement: 0.815
Synthesis warning total: 15
Area Growth Syn to Fin: 13.6%
RSZ-0062 raised after global routing: no
Register bit total from synthesis: 60
Max_slew headroom: 58.3%
PnR worst setup slack: 2.28 ns
Dominant flop cell: dfxtp_1
Die width: 92.5 um
Number of diodes: 0
EDFF count, synth: 0
Post-placement cell count: 476
Die y size: 92.5 um
Initial Utilization: 42.0%
Final hold vios: 0
CP peak stage delay: 0.40 ns
CP Max Fanout: 4
Placement Cell Area: 3680 um^2
Final std cells w/o fill: 480
Endpoints left unconstrained: 77
Reg clk slew, reported paths: 0.06 ns
Placement Rows: 32
Clk latency late pin: 0.24 ns
Residual DRC: 0
Total grt overflow: 0
CTS Buf Count: 3
Synth area leader: dfxtp_1
Post-CTS setup buffer count: 0
Comb pwr share: 1.3%
==> sequential cells by signal, summed over array words and instances (netlist names) <==
name	cells
Cont	15
HEX0	7
HEX1	7
HEX2	7
HEX3	7
u0.reset	1
u0.u0.Qdata	4
u0.u1.Qdata	4
u0.u2.Qdata	4
u0.u3.Qdata	4
==> worst min-delay path by stage <==
stage,startpoint,endpoint,slack (ns),cells past startpoint
final,Cont[9],Cont[9],0.47,1
after global routing,Cont[9],Cont[9],0.50,1
after CTS,Cont[9],Cont[9],0.47,1
==> power groups by stage <==
stage,sequential (mW),combinational [mW],clock [mW]
CTS,0.169,0.00434,0.136
global route,0.169,0.00537,0.143
finish,0.169,0.00397,0.131
==> layout make-up <==
cell class / count / area (um^2)
tap: 102 / 128
sequential: 60 / 1280
multi-input combinational: 254 / 1830
clock buffer: 4 / 45.0
fill: 741 / 4090
timing repair buffer: 35 / 345
inverter: 25 / 93.8
==> metal layers <==
metal  track usage [%]  share of wire, %  vias to the layer above
met5                 0                 0                        -
met4             0.781                 0                        0
met3             0.752               2.8                        0
met2              23.5                46                       42
met1              21.2                51                     1123
li1                  -                 -                     1272
==> layout by cell type (no fill, tap or decap), drive strengths merged, types with 10 or more instances in the layout <==
| cell type | netlist | routed |
|---|---|---|
| ha | 31 | 31 |
| xnor2 | 12 | 12 |
| clkdlybuf4s50 | 0 | 33 |
| nand2 | 28 | 28 |
| dfrtp | 15 | 15 |
| inv | 25 | 25 |
| nor2 | 20 | 20 |
| o21ai | 10 | 10 |
| dfxtp | 45 | 45 |
| nand3 | 18 | 18 |
==> per-stage QoR <==
step	hold WS, ns	utilization, %	power (mW)
5_1_grt	0.496	47.7	0.317
6_report	0.468	47.7	0.304
4_1_cts	0.474	47.7	0.309
3_3_place_gp	0.459	47.1	0.176
2_1_floorplan	0.424	-	0.176
3_5_place_dp	0.464	47.1	0.176
==> cells by family (layout without fill, tap and decap cells) <==
logic type,Yosys count,in the layout,share of synthesized area [%]
AND/OR/NAND/NOR,128,128,21.3
adder cells (fa/ha/maj),31,31,11.8
multiplexers,5,5,1.57
buffers and inverters,40,64,5.69
XOR/XNOR,16,16,4.28
other,1,6,0.114
AND-OR/OR-AND,68,68,16.3
flip-flops,60,60,38.9
Power figures rest on the tool's default switching activity, not on a simulated workload.
